**/design/flow/design.v**
```verilog
module traffic_light_controller(
    input wire clk,       
    input wire rst,       
    output reg [2:0] north_light,
    output reg [2:0] west_light,
    output reg [2:0] south_light,
    output reg [2:0] east_light
);
    parameter S_NORTH_GREEN  = 3'b000;   
    parameter S_NORTH_YELLOW = 3'b001;   
    parameter S_WEST_GREEN   = 3'b010;   
    parameter S_WEST_YELLOW  = 3'b011;   
    parameter S_SOUTH_GREEN  = 3'b100;   
    parameter S_SOUTH_YELLOW = 3'b101;   
    parameter S_EAST_GREEN   = 3'b110;   
    parameter S_EAST_YELLOW  = 3'b111;   
    parameter GREEN_TIME  = 25;   
    parameter YELLOW_TIME = 5;    
    reg [2:0] current_state, next_state;
    reg [5:0] timer;   
    always @(posedge clk or posedge rst) begin
        if (rst)
            current_state <= S_NORTH_GREEN;   
        else
            current_state <= next_state;
    end
    always @(posedge clk or posedge rst) begin
        if (rst) begin
            timer <= 0;
        end
        else begin
            case (current_state)
                S_NORTH_GREEN, S_WEST_GREEN, S_SOUTH_GREEN, S_EAST_GREEN: begin
                    if (timer >= GREEN_TIME-1)   
                        timer <= 0;
                    else
                        timer <= timer + 1;
                end
                S_NORTH_YELLOW, S_WEST_YELLOW, S_SOUTH_YELLOW, S_EAST_YELLOW: begin
                    if (timer >= YELLOW_TIME-1)   
                        timer <= 0;
                    else
                        timer <= timer + 1;
                end
            endcase
        end
    end
    always @(*) begin
        case (current_state)
            S_NORTH_GREEN: begin
                if (timer >= GREEN_TIME-1)   
                    next_state = S_NORTH_YELLOW;
                else
                    next_state = S_NORTH_GREEN;
            end
            S_NORTH_YELLOW: begin
                if (timer >= YELLOW_TIME-1)   
                    next_state = S_WEST_GREEN;
                else
                    next_state = S_NORTH_YELLOW;
            end
            S_WEST_GREEN: begin
                if (timer >= GREEN_TIME-1)   
                    next_state = S_WEST_YELLOW;
                else
                    next_state = S_WEST_GREEN;
            end
            S_WEST_YELLOW: begin
                if (timer >= YELLOW_TIME-1)   
                    next_state = S_SOUTH_GREEN;
                else
                    next_state = S_WEST_YELLOW;
            end
            S_SOUTH_GREEN: begin
                if (timer >= GREEN_TIME-1)   
                    next_state = S_SOUTH_YELLOW;
                else
                    next_state = S_SOUTH_GREEN;
            end
            S_SOUTH_YELLOW: begin
                if (timer >= YELLOW_TIME-1)   
                    next_state = S_EAST_GREEN;
                else
                    next_state = S_SOUTH_YELLOW;
            end
            S_EAST_GREEN: begin
                if (timer >= GREEN_TIME-1)   
                    next_state = S_EAST_YELLOW;
                else
                    next_state = S_EAST_GREEN;
            end
            S_EAST_YELLOW: begin
                if (timer >= YELLOW_TIME-1)   
                    next_state = S_NORTH_GREEN;
                else
                    next_state = S_EAST_YELLOW;
            end
            default: next_state = S_NORTH_GREEN;
        endcase
    end
    always @(*) begin
        case (current_state)
            S_NORTH_GREEN: begin
                north_light = 3'b001;   
                west_light  = 3'b100;   
                south_light = 3'b100;   
                east_light  = 3'b100;   
            end
            S_NORTH_YELLOW: begin
                north_light = 3'b010;   
                west_light  = 3'b100;   
                south_light = 3'b100;   
                east_light  = 3'b100;   
            end
            S_WEST_GREEN: begin
                north_light = 3'b100;   
                west_light  = 3'b001;   
                south_light = 3'b100;   
                east_light  = 3'b100;   
            end
            S_WEST_YELLOW: begin
                north_light = 3'b100;   
                west_light  = 3'b010;   
                south_light = 3'b100;   
                east_light  = 3'b100;   
            end
            S_SOUTH_GREEN: begin
                north_light = 3'b100;   
                west_light  = 3'b100;   
                south_light = 3'b001;   
                east_light  = 3'b100;   
            end
            S_SOUTH_YELLOW: begin
                north_light = 3'b100;   
                west_light  = 3'b100;   
                south_light = 3'b010;   
                east_light  = 3'b100;   
            end
            S_EAST_GREEN: begin
                north_light = 3'b100;   
                west_light  = 3'b100;   
                south_light = 3'b100;   
                east_light  = 3'b001;   
            end
            S_EAST_YELLOW: begin
                north_light = 3'b100;   
                west_light  = 3'b100;   
                south_light = 3'b100;   
                east_light  = 3'b010;   
            end
            default: begin
                north_light = 3'b100;   
                west_light  = 3'b100;   
                south_light = 3'b100;   
                east_light  = 3'b100;   
            end
        endcase
    end
endmodule
```
**/design/flow/run.sh**
```bash
#!/bin/bash
# OpenROAD 26Q1-2900-gdf79404cd8, Yosys 0.63+post, stock flow scripts
make -C /OpenROAD-flow-scripts/flow DESIGN_CONFIG=/design/flow/config.mk WORK_HOME=/design/flow/orfs finish
```
**/design/flow/config.mk**
```make
export PLATFORM = sky130hd
export DESIGN_NAME = traffic_light_controller
export DESIGN_NICKNAME = traffic_light_controller
export VERILOG_FILES = /design/flow/design.v
export SDC_FILE = /design/flow/constraint.sdc
export NUM_CORES = 4
export LEC_CHECK = 1
export CORE_AREA = 10 10 70 70
export DIE_AREA = 0 0 80 80
```
**/design/flow/constraint.sdc**
```tcl
current_design traffic_light_controller

set clk_period 2.5
set clk_io_pct 0.2

create_clock -name clk0 -period $clk_period [get_ports {clk}]

set non_clock_inputs [all_inputs -no_clocks]
set_input_delay [expr $clk_period * $clk_io_pct] -clock clk0 $non_clock_inputs
set_output_delay [expr $clk_period * $clk_io_pct] -clock clk0 [all_outputs]
```
==> job_summary.md <==
## Implementation flow summary

| Metric | Value |
|---|---|
| Total core area | roughly 3400 um^2 |
| Hold path depth | 1 |
| Gpl congestion | 0.761 |
| GRT overflow | 0 |
| Critical Path Fanout Max | 6 |
| Clock transition at path regs | approximately 60 ps |
| Setup TNS | 0 ps |
| Std-Cell Rows | 21 |
| HP Start | timer[0]$_DFF_PP0_ |
| Ys async rst share | 1.00 |
| RR Startpoint | timer[3]$_DFF_PP0_ |
| Leading area contributor after synthesis | dfrtp_1 |
| P&R area growth vs syn | 45.4% |
| Pre-Place Util | 0.135 |
| Skew final | roughly 4.1 ps |
| Crit path DRT | about 2000 ps |
| Vias/cell | 3.15 |
| Commonest flop | dfrtp_1 |
| Endpoint class of the critical path | output port |
| Hold Path Class | reg2reg |
| Total power | 0.539 mW |
| H-tree levels | 1 |
| WL/cell | 7.68 um |
| Top Ports | 14 |
| Initial antenna violation count | 0 |
| Crit path launch type | flop |
| Initial DRC count | 11 |
| RSZ-0062 raised after global routing | no |
| # diodes | 0 |
| Vias in the first global route | about 330 |
| Post-synth EDFFs | 0 |
| Die height | approximately 80 um |
| Synth top area share | 0.489 |
| Ys flops | 9 |
| Setup bufs post-CTS | 0 |
| Final ANT Viol Nets | 0 |
| Final Hold Viols | 0 |
| Avg Cell Area, Syn | approximately 9.2 um^2 |
| Mapped cell area | 460 um^2 |
| Cts bufs inserted | 3 |
| Type of the worst setup path | reg2out |
| Crit path time final | roughly 2100 ps |
| Maximum vdd drop | ~180 uV |
| Status | completed |
| Power Density | ~800 nW/um^2 |
| R2R cell count | 3 |
| CTS tree | yes |
| Post-route clock period utilization | 0.837 |
| Peak Freq | ~0.48 GHz |
| Hold path endpoint | timer[0]$_DFF_PP0_ |
| Reg2reg end | current_state[2]$_DFF_PP0_ |
| Die area | roughly 6400 um^2 |
| Largest net degree at the start of global routing | 10 |
| Max Slew Vio Count | 0 |
| Top cells by area | dfrtp_1 (49%), nor2_1 (11%), xnor2_1 (5.7%), ha_1 (5.4%), inv_1 (4.1%) |
| Reg2Reg Setup Slack | 1200 ps |
| Post-synthesis cell count | 50 |
| Filler cells | 382 |
| Routed WL | between 800 and 900 um |
| HPWL after detailed placement | 698 um |
| Clock Path Buffers | 2 |
| Residual DRC | 0 |
| Total leakage power | a little under 0.3 nW |
| Data arrival, critical path | approximately 1600 ps |
| Yosys stat chip area | 460 um^2 |
| Count of cell types in the netlist | 18 |
| First-pass GRT wire length | about 1400 um |
| GRT Total Usage | 0.0273 |
| Commonest cells in the netlist | nor2_1 (13), dfrtp_1 (9), inv_1 (5) |
| IO buf count | 13 |
| Synth top cell by count | nor2_1 |
| DR vias | ~350 |
| Hold buffer count at CTS | 0 |
| DRT Pass-1 Iters | 2 |
| Tool Warnings | 27 |
| Die Wd | around 80 um |
| Root buf cell | clkbuf_4 |
| Clk latency of the worst-skew pair | ~250 ps |
| Yosys warnings | 1 |
| Setup-failing EPs final | 0 |
| Cells in synth_stat.txt | approximately 50 |
| Share of cells above drive strength 1 | 0.0909 |
| Post-synth seq share | 0.489 |
| Clock sinks | 9 |
| MaxCap Viol Count | 0 |
| # resized after CTS | 0 |
kinds of logic (layout without fill, tap and decap cells):
group                    after synthesis  in the layout  share of synthesized area
AND/OR/NAND/NOR                       23             23                      0.242
flip-flops                             9              9                      0.489
buffers and inverters                  6             22                     0.0516
XOR/XNOR                               5              5                     0.0951
AND-OR/OR-AND                          3              3                     0.0381
adder cells (fa/ha/maj)                2              2                     0.0543
other                                  1              1                    0.00814
multiplexers                           1              1                     0.0217
power breakdown:
group          total (mW)  switching [mW]  internal (mW)
logic               0.228          0.0666          0.161
clock network       0.105          0.0439         0.0611
registers           0.206          0.0344          0.171
total               0.539           0.145          0.394
registers in the layout, indices dropped and copies added (netlist names):
register       flops
current_state      3
timer              6
stage by stage:
step	cell area, um^2	utilization	setup WS (ps)	hold slack, ps	instances
after floorplan	460	-	1230	328	50
after global placement	643	0.188	694	471	108
after detailed placement	643	0.188	681	472	108
after CTS	669	0.196	400	481	112
after global routing	669	0.196	334	511	112
final	669	0.196	408	476	112
layout by cell type (no fill, tap or decap), drive strengths merged, types with 2 or more instances in the layout:
| master | n |
|---|---|
| nand3 | 3 |
| clkdlybuf4s50 | 13 |
| a21oi | 2 |
| nand2b | 2 |
| nand2 | 2 |
| ha | 2 |
| inv | 5 |
| dfrtp | 9 |
| xor2 | 2 |
| clkbuf | 4 |
| nor2 | 13 |
| xnor2 | 3 |
final cells by class:
type	count	area, um^2	area share
tap	46	57.6	0.0860
inverter	5	18.8	0.0280
timing repair buffer	13	130	0.194
sequential	9	225	0.336
multi-input combinational	35	211	0.316
clock buffer	4	26.3	0.0393
layer usage:
layer | vias up | wire length (um) | global-route usage
li1 | 185 | - | -
met1 | 150 | 422 | 0.0332
met2 | 16 | 284 | 0.0385
met3 | 2 | 147 | 0.0216
met4 | 0 | 5 | 0.00176
met5 | - | 0 | 0
critical path, cell delays in order, from the launching register on:
cell             delay [ps]
dfrtp_1                 440
or2_2                   340
nor2_1                  100
clkdlybuf4s50_1         470
how the worst max path moves through the flow:
stage,slack [ps],from,to
CTS,400,current_state[1]$_DFF_PP0_,north_light[1]
global route,330,current_state[1]$_DFF_PP0_,north_light[0]
finish,410,current_state[1]$_DFF_PP0_,north_light[1]
Power is estimated from default activity; no workload was simulated.
